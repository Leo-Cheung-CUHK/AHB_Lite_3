`flow/run.sh`:
```
#!/bin/bash
# OpenROAD 26Q1-2900-gdf79404cd8, Yosys 0.63+post, stock flow scripts
make -C /OpenROAD-flow-scripts/flow DESIGN_CONFIG=/design/flow/config.mk WORK_HOME=/design/flow/orfs finish
```
`flow/config.mk`:
```
export PLATFORM = sky130hd
export DESIGN_NAME = async_fifo
export DESIGN_NICKNAME = async_fifo
export VERILOG_FILES = /design/flow/design.v
export SDC_FILE = /design/flow/constraint.sdc
export NUM_CORES = 4
export LEC_CHECK = 1
export CORE_UTILIZATION = 50
```
`flow/constraint.sdc`:
```
current_design async_fifo

set clk_period 42.0
set clk_io_pct 0.2

create_clock -name clk0 -period $clk_period [get_ports {rclk}]
create_clock -name clk1 -period $clk_period [get_ports {wclk}]

set non_clock_inputs [all_inputs -no_clocks]
set_input_delay [expr $clk_period * $clk_io_pct] -clock clk0 $non_clock_inputs
set_output_delay [expr $clk_period * $clk_io_pct] -clock clk0 [all_outputs]
```
`flow/design.v`:
```
package ahb3lite_pkg;
    typedef enum logic [2:0] { Idle, GetReady, Address_Phase, Wait_State, Data_Phase, Hold_State} node_state;
    typedef enum logic [1:0] { IDLE, BUSY, NONSEQ, SEQ} HTRANS_state;
    typedef enum logic [3:0] { SINGLE, INCR, WRAP4, INCR4, WRAP8, INCR8, WRAP16, INCR16} HBURST_Type;
    typedef enum logic {ERROR, OKAY} HRESP_state;
    typedef enum logic {Helper_IDLE, Helper_READ} FIFO_Reader_Help_state;
    typedef enum logic [1:0] { Verifier_IDLE, Verifier_Start, Verifier_CHECK} Verifier_state;
    localparam WRITE = 1'b1;
    localparam READ = 1'b0;
    parameter  WORD = 3'b010;
endpackage 
module async_fifo #(
    parameter DSIZE = 32,
    parameter ASIZE = 6
) (
    input   wire  wreq, wclk, wrst_n,
    input   wire  rreq, rclk, rrst_n,
    input   wire  [DSIZE-1:0] wdata,
    output  wire  [DSIZE-1:0] rdata,
    output  reg   wfull,
    output  reg   rempty,
    output  reg   [ASIZE-1:0] number
);
reg     [ASIZE:0]   wq2_rptr, wq1_rptr, rptr;
  reg     [ASIZE:0]   rq2_wptr, rq1_wptr, wptr;
wire    rempty_val;
  wire    [ASIZE : 0] rptr_nxt;
wire    [ASIZE-1:0] raddr;
reg     [ASIZE:0] rbin;
wire    [ASIZE:0] rbin_nxt;
wire    [ASIZE-1:0] waddr;
reg     [ASIZE:0] wbin;
wire    [ASIZE:0] wbin_nxt;
wire    [ASIZE : 0] wptr_nxt;
always @(posedge wclk or negedge wrst_n) begin
    if(!wrst_n)
        {wq2_rptr, wq1_rptr} <= 2'b0;
    else
        {wq2_rptr, wq1_rptr} <= {wq1_rptr, rptr};
end
always @(posedge rclk or negedge rrst_n) begin
    if(!rrst_n)
        {rq2_wptr, rq1_wptr} <= 2'b0;
    else
        {rq2_wptr, rq1_wptr} <= {rq1_wptr, wptr};
end
assign  rempty_val = (rptr_nxt == rq2_wptr); 
always @(posedge rclk or negedge rrst_n) begin
    if(!rrst_n)
        rempty <= 1'b1;
    else
        rempty <= rempty_val;
end
assign rbin_nxt = rbin + (rreq & ~rempty);
always @ (posedge rclk or negedge rrst_n) 
    if (!rrst_n)
        rbin <= 0;
    else 
        rbin <= rbin_nxt;
assign raddr = rbin[ASIZE-1:0]; 
assign rptr_nxt = rbin_nxt ^ (rbin_nxt>>1);
always @ (posedge rclk or negedge rrst_n)
    if (!rrst_n)
        rptr <= 0;
    else 
        rptr <= rptr_nxt;
assign wbin_nxt = wbin + (wreq & !wfull);
always @ (posedge wclk or negedge wrst_n)
    if(!wrst_n)
        wbin <= 0;
    else
        wbin <= wbin_nxt;
assign waddr = wbin [ASIZE-1:0];
always @ (posedge wclk or negedge wrst_n)  
    if(!wrst_n)
        number <= 'b0;
    else
        number <= wbin - rbin; 
assign wptr_nxt = (wbin_nxt>>1) ^ wbin_nxt; 
always @ (posedge wclk or negedge wrst_n)
    if(!wrst_n)
        wptr <= 0;
    else
        wptr <= wptr_nxt;
wire wfull_val;
assign wfull_val = (wq2_rptr == {~wptr[ASIZE : ASIZE-1],wptr[ASIZE-2 : 0]});
always @ (posedge wclk or negedge wrst_n)
    if (!wrst_n)
        wfull <= 0;
    else 
        wfull <= wfull_val;
localparam DEPTH = (1 << (ASIZE));
reg [DSIZE-1 : 0] mem [0: DEPTH -1];
assign rdata = mem[raddr];
always @ (posedge wclk)
    if (wreq & !wfull) mem[waddr] <= wdata;
endmodule
```
==> flow_summary.json <==
{
  "grt_max_degree": 92,
  "worstPathMaxFanout": 76,
  "grt_usage": 0.290,
  "vias": 38300,
  "hold_end": "wq1_rptr[1]",
  "p_leak_uw": 0.0289,
  "ys_seq_frac": 0.784,
  "setup_slack_ns": 27.20,
  "cts_tree": "done",
  "max-slew-margin-rel": 0.172,
  "grt-ovfl-total": 0,
  "die-area_um2": 162000,
  "synth.top_cell.area_share": 0.765,
  "rsz0062_at_grt": "no",
  "syn_inst": 3714,
  "cts_setup_buffers": 0,
  "antenna_found_initial": 6,
  "gp_congestion": 0.838,
  "die_x_um": 403,
  "cts_resized": 0,
  "r2r_end": "rempty",
  "fp-utilization": 0.505,
  "ys_types": 55,
  "ys_top_cells_by_area": "edfxtp_1, mux4_2, dfrtp_1",
  "hold_class": "flop to flop",
  "power_density_nw_per_um2": 65.7,
  "finalSetupViolations": 0,
  "edf_count": 2048,
  "path_class": "flop to output port",
  "synth_area_um2": 80400,
  "postRouteAntennaNets": 0,
  "worst-slew-pin-transition_ns": 1.23,
  "ff2ff_setup_slack_ns": 37.73,
  "hold_viol_final": 0,
  "wirelength_um": 202000,
  "synthFlopType": "edfxtp_1",
  "worst_setup_path_end_kind": "output port",
  "rows": 146,
  "synth_top_cell_by_count": "edfxtp_1",
  "num_io_pins": 78,
  "worst_ep_required_time_ns": 33.60,
  "die_y_um": 403,
  "drive_gt1_frac": 0.250,
  "grt_first_pass_wirelength_um": 292000,
  "drc_errors": 0,
  "arrival_ns": 6.40,
  "dpl.hpwl_um": 108000,
  "rr_startpoint": "rbin[1]",
  "synth_flop_count": 2110,
  "holdBufCountCts": 7,
  "drt-wirelength-per-cell_um": 32.1,
  "outcome": "complete, no violations",
  "drtIter0Drc": 2781,
  "avgViaCountPerCell": 6.07,
  "hold_start": "rptr[1]",
  "reg2reg_depth": 10,
  "cap_viol_max_count": 0,
  "dr.pass1.iters": 7,
  "core_area_um2": 159000,
  "yosys-stat-area_um2": 80400,
  "min_path_cells": 1,
  "syn_avg_cell_area_um2": 21.7,
  "ir_worst_vdd_v": 0.0000546,
  "top_area_cell": "edfxtp_1",
  "drv_slew": 0,
  "yosys_warnings": 1,
  "clk_pin_slew_ns": 0.07,
  "pre_cts_slack_ns": 27.19,
  "critPathLaunchType": "flop",
  "fin_setup_tns_ns": 0,
  "area_delta_synth_final_pct": 13.3,
  "warning_count": 27,
  "fin_skew_ns": 0.0238,
  "synthArstFlopShare": 0.0294,
  "grt_pass1_vias": 41700,
  "port_buffers": 76,
  "synthTopCellsByCount": "edfxtp_1, mux4_2, nand2_1",
  "numClockSinks": 2110,
  "yosysCellCount": 3714
}
layout make-up:
class                           count  area (um^2)
Antenna cell                        1         2.50
Sequential cell                  2110        63100
Clock inverter                    129          962
Inverter                           15         57.6
Multi-Input combinational cell   1387        16800
Fill cell                       11400        68000
Tap cell                         2146         2690
Clock buffer                      261         5510
Timing Repair Buffer              258         2020
where the power goes:
part / switching [uW] / internal [uW]
clock network: 769 / 995
registers: 64.3 / 2410
logic: 1020 / 727
total: 1850 / 4130
routing by layer:
metal / GRT usage / vias up / wire length [um]
met5: 0.00743 / - / 179
met2: 0.405 / 2619 / 95700
met4: 0.0682 / 12 / 6420
met1: 0.387 / 19200 / 63900
met3: 0.226 / 299 / 36100
li1: - / 16100 / -
worst max path at each step:
stage	end	startpoint	slack [ns]	cells past startpoint
5_1_grt	rdata[28]	rbin[0]	26.70	11
4_1_cts	rdata[28]	rbin[0]	26.86	11
6_report	rdata[28]	rbin[0]	27.20	11
sequential cells by signal, summed over array words and instances, names as in the netlist, 6 cells and up:
register,count
mem,2048
number,6
rbin,6
rptr,7
rq1_wptr,7
rq2_wptr,7
wbin,6
wptr,7
wq1_rptr,7
wq2_rptr,7
worst max-delay path, cell delays in order, from the launching register on:
cell and delay [ns]:
dfrtp_4 0.85, buf_12 0.53, buf_4 0.69, buf_4 0.60
buf_4 0.55, buf_4 0.64, mux4_2 0.58, a22oi_1 0.25
a21oi_1 0.10, nand2_1 0.42, o221ai_1 0.30, clkdlybuf4s50_1 0.49
cells by family after synthesis:
family | synth area share
AOI/OAI and AO/OA | 0.0304
xor gates and xnor gates | 0.00436
adders and majority gates | 0.00165
buffers and inverters | 0.0141
DFF | 0.784
muxes | 0.145
and+or+nand+nor | 0.0202
cell usage in the layout, fill, tap and decap left out, types with 61 or more instances in the layout:
cell type / count
o22ai_1: 87
nand2_1: 170
mux2i_1: 145
edfxtp_1: 2048
nand3_1: 65
o21ai_0: 61
clkbuf_16: 213
mux4_2: 454
buf_4: 172
nor2_4: 67
per-stage QoR:
| stage | total power, uW | hold slack (ns) | util | instance area, um^2 | instances |
|---|---|---|---|---|---|
| final | 5990 | 0.313 | 0.572 | 91100 | 6307 |
| after global routing | 6230 | 0.314 | 0.572 | 91100 | 6307 |
| after CTS | 6050 | 0.260 | 0.572 | 91100 | 6306 |
| after detailed placement | 4280 | 0.335 | 0.531 | 84500 | 5909 |
| after global placement | 4280 | 0.331 | 0.531 | 84500 | 5909 |
| after floorplan | 3590 | 0.331 | - | 80400 | 3714 |
Power is estimated from default activity; no workload was simulated.
